$ cat ./constraint.sdc
current_design cpld_jnr

set clk_period 2.2
set clk_io_pct 0.2

create_clock -name clk0 -period $clk_period

set non_clock_inputs [all_inputs -no_clocks]
set_input_delay [expr $clk_period * $clk_io_pct] -clock clk0 $non_clock_inputs
set_output_delay [expr $clk_period * $clk_io_pct] -clock clk0 [all_outputs]
$ cat ./run.sh
#!/bin/bash
# OpenROAD 26Q1-2900-gdf79404cd8, Yosys 0.63+post, stock flow scripts
make -C /OpenROAD-flow-scripts/flow DESIGN_CONFIG=/design/flow/config.mk WORK_HOME=/design/flow/orfs finish
$ cat ./design.v
`timescale 1ns / 1ns
module cpld_jnr (
                 input [15:0]  cpu_adr,
                 input [1:0]   j,
                 input         lat_en,
                 output        dec_shadow_reg,
                 output        dec_rom_reg,
                 output        dec_fe4x,
                 output [11:0] bbc_adr
		 );
  reg [11:0]                   bbc_adr_lat_q;
  assign bbc_adr = bbc_adr_lat_q;
  assign dec_shadow_reg = ((j==2'b01)) ? (cpu_adr==16'hFE34) : 1'b0;
  assign dec_rom_reg = ((j==2'b10))? (cpu_adr==16'hFE05) : (cpu_adr==16'hFE30);
  assign dec_fe4x = (cpu_adr[15:4]==12'hFE4) || (cpu_adr[15:9]==7'b1111_110);
  always @ ( * )
    if ( lat_en  )
      bbc_adr_lat_q <= cpu_adr[11:0];
    else
      bbc_adr_lat_q <= 12'b0;
endmodule
$ cat ./config.mk
export PLATFORM = sky130hd
export DESIGN_NAME = cpld_jnr
export DESIGN_NICKNAME = cpld_jnr
export VERILOG_FILES = /design/flow/design.v
export SDC_FILE = /design/flow/constraint.sdc
export NUM_CORES = 4
export LEC_CHECK = 1
export CORE_AREA = 10 10 70 70
export DIE_AREA = 0 0 80 80
==> flow_metrics.env <==
# source this file to load flow results
export IMPL_buffer_ports_inserted=34
export IMPL_hold_viol=0
export IMPL_final_setup_tns_ns=0
export IMPL_postLayoutSetupSlackWorst_ns=0.0897
export IMPL_netlist_area_leader_share=0.367
export IMPL_topCellsByArea="and2_1 37%, nand3b_1 8.0%, nor4b_2 8.0%"
export IMPL_wl_per_cell_um=11.5
export IMPL_grt_antenna_before_repair=0
export IMPL_arrival_ns=1.67
export IMPL_global_route_usage_total=0.0367
export IMPL_hold_path_cell_cnt=4
export IMPL_drive_gt1_frac=0.257
export IMPL_irDropWorstVdd_mv=0.0326
export IMPL_initial_core_util=0.0549
export IMPL_detailedRoute_firstIterationViolations=2
export IMPL_power_density_cell_area_nw_per_um2=132
export IMPL_maxSlewHeadroom=0.860
export IMPL_route_vias_total=351
export IMPL_ys_cells=28
export IMPL_detail_route_first_pass_iterations=2
export IMPL_synthesis_yosys_warnings=1
export IMPL_gp_congestion=0.828
export IMPL_lay_top_cells="24 x clkdlybuf4s50_1, 11 x and2_1, 9 x buf_4, 7 x dlymetal6s2s_1"
export IMPL_routed_wl_um=1340
export IMPL_grt_start_max_net_pins=7
export IMPL_final_seq_area_um2=0
export IMPL_die_w_um=80
export IMPL_crit_required_ns=1.76
export IMPL_vias_per_cell=3.03
export IMPL_chipHeight_um=80
export IMPL_avgSynthCellArea_um2=6.70
export IMPL_max_slew_worst_pin_slew_ns=0.209
export IMPL_maxCapViolCount=0
export IMPL_drc=0
export IMPL_place_hpwl_um=1160
export IMPL_layout_area_overhead_vs_synth_pct=258
export IMPL_final_antenna_net_count=0
export IMPL_clock_fmax_mhz=474
export IMPL_layoutNonFillerInstCount=116
export IMPL_io_pin_count=34
export IMPL_power_leakage_nw=0.298
export IMPL_startpoint="cpu_adr[11]"
export IMPL_core_area_um2=3420
export IMPL_globalRoute_totalOverflow=0
export IMPL_number_of_diodes_added_for_antenna_fixing=0
export IMPL_finalInstanceArea_um2=672
export IMPL_yosysTopAreaCell="and2_1"
export IMPL_chipArea_um2=6400
export IMPL_setup_worst_path_start_class="input pin"
export IMPL_status="completed"
export IMPL_row_count=21
export IMPL_n_sequential_cell=0
export IMPL_placedInstanceArea_um2=642
export IMPL_stage_log_warnings=33
export IMPL_nClkBuffers=0
export IMPL_syn_area_um2=188
export IMPL_synth_cell_type_count=15
export IMPL_syn_instance_count=28
export IMPL_finalSetupViolations=0
export IMPL_detailedPlace_worstSlack_ns=-0.344
export IMPL_drv_slew=0
export IMPL_synth_sequential_area_ratio=0
export IMPL_grt_pass1_vias=323
export IMPL_final_common_cell="clkdlybuf4s50_1"
export IMPL_hold_start="j[0]"
export IMPL_grt_setup_unrepaired="true"
export IMPL_final_min_clock_period_ns=2.11
export IMPL_hp_class="input pin to primary output"
export IMPL_yosys_stat_area_um2=188
export IMPL_timing_worst_setup_path_type="input pin to primary output"
export IMPL_grt_first_pass_wirelength_um=1840
export IMPL_cp_max_fo=2
export IMPL_worstSetupEndpointType="primary output"
export IMPL_finalCritPeriodShare=0.959
export IMPL_post_place_cells=115
==> worst paths after layout <==
path                        endpoint
worst min-delay path  dec_shadow_reg
worst max-delay path  dec_shadow_reg
==> logic make-up (layout without fill, tap and decap cells) <==
group	Yosys count	after routing	synth area share
AOI/OAI and AO/OA	2	2	0.0667
and+or+nand+nor	25	25	0.913
buffers and inverters	1	43	0.0200
==> cell usage after synthesis <==
| library cell | count |
|---|---|
| and2_1 | 11 |
| nand3b_1 | 2 |
| nand4_1 | 2 |
| nor2_1 | 2 |
| a211oi_1 | 1 |
| a21oi_1 | 1 |
| and2_2 | 1 |
| clkbuf_1 | 1 |
| nand2_1 | 1 |
| nand3_1 | 1 |
| nand4bb_1 | 1 |
| nor2b_4 | 1 |
| nor3_1 | 1 |
| nor4b_2 | 1 |
| or3_1 | 1 |
==> timing repair <==
| action | in CTS | in global routing |
|---|---|---|
| gates resized | 7 | 12 |
| setup buffers | 1 | 0 |
| hold buffers | 0 | 0 |
| pin swaps | 4 | 5 |
| setup endpoints to repair | 3 | 3 |
==> layer usage <==
metal	up-vias	wire, um	GRT usage
met3	0	169	0.0148
met2	21	537	0.0514
li1	187	-	-
met5	-	0	0
met4	0	0	0
met1	143	632	0.0541
==> cell type report <==
class | instances | area, um^2
fillers | 385 | 2740
multi-input cells | 27 | 200
well taps | 46 | 57.6
repair buffers | 43 | 414
==> power breakdown <==
part,leakage (nW),internal (W),switching (W)
Clock,0,0,0
Sequential,0,0,0
Combinational,0.298,0.0000655,0.0000230
Total,0.298,0.0000655,0.0000230
==> critical path, stage by stage <==
cell and delay [ns]:
clkdlybuf4s50_1 0.47, nand4_1 0.12, nand4bb_1 0.28, nor3_2 0.22
buf_2 0.13
==> through the flow <==
step	util	hold slack (ns)	total power, W
after detailed placement	0.188	1.85	0.0000891
after global routing	0.197	1.33	0.0000967
after CTS	0.193	1.70	0.0000917
final	0.197	1.30	0.0000885
after floorplan	-	0.906	0.0000142
after global placement	0.188	1.85	0.0000883
Power is estimated from default activity; no workload was simulated.
