[flow/design.v]
module clkdiv234 (
                  input      clkin,
                  input      rstb,
                  input      div2,
                  input      div3,
                  input      div4,
                  output reg clkout
                  );
  reg [1:0]                  p_d;
  reg [1:0]                  p_q;
  reg                        n_q;
  always @  ( * ) begin
    if ( div3 ) begin
      p_d[1] = !p_q[0];
      p_d[0] = p_q[1] & !p_q[0];
      clkout = !(n_q & p_q[1]);
    end
    else if (div4) begin
      p_d[1] = !p_q[0];
      p_d[0] = p_q[1];
      clkout = p_q[0];
    end
    else begin
      p_d[1] = 1'bx;
      p_d[0] = !p_q[0];
      clkout = p_q[0];
    end
  end
  always @ ( posedge clkin or negedge rstb )
    if ( !rstb )
      p_q <= 2'b00;
    else
      p_q <= p_d;
  always @ ( negedge clkin)
    n_q <= p_q[1];
endmodule
[flow/run.sh]
#!/bin/bash
# OpenROAD 26Q1-2900-gdf79404cd8, Yosys 0.63+post, stock flow scripts
make -C /OpenROAD-flow-scripts/flow DESIGN_CONFIG=/design/flow/config.mk WORK_HOME=/design/flow/orfs finish
[flow/config.mk]
export PLATFORM = sky130hd
export DESIGN_NAME = clkdiv234
export DESIGN_NICKNAME = clkdiv234
export VERILOG_FILES = /design/flow/design.v
export SDC_FILE = /design/flow/constraint.sdc
export NUM_CORES = 4
export LEC_CHECK = 1
export CORE_AREA = 10 10 70 70
export DIE_AREA = 0 0 80 80
[flow/constraint.sdc]
current_design clkdiv234

set clk_period 1.0
set clk_io_pct 0.2

create_clock -name clk0 -period $clk_period [get_ports {clkin}]

set non_clock_inputs [all_inputs -no_clocks]
set_input_delay [expr $clk_period * $clk_io_pct] -clock clk0 $non_clock_inputs
set_output_delay [expr $clk_period * $clk_io_pct] -clock clk0 [all_outputs]
==> job_summary.md <==
## PnR job results

| Metric | Value |
|---|---|
| Via count | `around 110` |
| Cell area leaders | `dfrtp_1 (47%), dfxtp_1 (19%), o21ba_1 (9.3%)` |
| Post-synth seq share | `0.651` |
| Number of global-route vias before repair | `~150` |
| Area share, top type | `0.465` |
| 1st-iter DRT viols | `1` |
| #FFs+latches synth | `3` |
| Root Driver | `clkbuf_4` |
| Fp_density | `0.0315` |
| Final Hold Viols | `0` |
| Skew final | `52.1 ps` |
| H-Tree Depth | `1` |
| Max FO, Critical Path | `1` |
| Routed wire length on met3 | `95 µm` |
| Clock buffer depth | `2` |
| Worst setup EP type | `primary output` |
| Die ar. | `around 6400 µm²` |
| Max-slew headroom | `0.918` |
| Clock slew at reported path FFs | `40 ps` |
| Drt first pass iters | `2` |
| CTS Buf Count | `3` |
| Min-delay worst type | `in -> async` |
| Pins Over Slew Limit | `0` |
| Status | `finished with violations` |
| Fin Setup TNS | `-556 ps` |
| M1 WL | `roughly 120 µm` |
| Total gr overflow | `0` |
| Latest clock arrival within the worst-skew pair | `290 ps` |
| Ys cells | `10` |
| Max Cap Viol | `0` |
| YS chip area | `between 100 and 150 µm²` |
| Main flop type | `dfrtp_1` |
| Max layer used | `met4` |
| Die width | `about 80 µm` |
| Crit Path Category | `reg -> out` |
| Detail Route Antenna Nets | `0` |
| Final setup violation count | `3` |
| Netlist Area Pre-Place | `around 110 µm²` |
| IO Port Bufs | `4` |
| Post-synth top cells | `dfrtp_1 (2), inv_1 (2)` |
| OpenROAD warnings | `30` |
| Antenna violations before repair | `0` |
| Final worst slack | `-487 ps` |
| First-pass GRT wire length | `between 600 and 700 µm` |
| Unique masters post-synth | `8` |
| WP data arrival | `around 1300 ps` |
| Synth warnings | `1` |
| DIE HEIGHT | `about 80 µm` |
| Gr usage total | `0.0148` |
| Largest net degree at the start of global routing | `4` |
| Wirelength, routed | `349 µm` |
| Mean Syn Cell Area | `around 11 µm²` |
| Critical Path Source Type | `flop` |
| LEAKAGE | `around 0.12 nW` |
| WL/cell | `between 5 and 6 µm` |
| Final GP Congestion | `between 0.6 and 0.7` |
| Share of layout cells above drive strength 1 | `0.455` |
| Hold_buf cts | `0` |
| Residual DRC | `0` |
| CTS tree | `built` |
| IO Count | `6` |
| WL met2 | `127 µm` |
| Cells after Synth | `10` |
| Via density | `around 1.6` |
| Max VDD drop | `just over 0.3 mV` |
| PwrDens | `between 2000 and 3000 nW/µm²` |
| Layout area overhead | `162%` |
| Critical Path RT | `800 ps` |
| RSZ-0062 raised after global routing | `yes` |
| Async SR Flop Fraction | `0.667` |
| Slew @ Worst Pin | `roughly 120 ps` |
| FP Rows | `21` |
| Synth area leader | `dfrtp_1` |
| Sink Count | `3` |
| Final Core Density | `0.0824` |
| Number of enable flip-flop cells | `0` |
| Core area | `3420 µm²` |
| Violated checks | `setup timing` |
cells in the final DEF, fill, tap and decap left out:
cell             instances
clkbuf_4                 3
dlymetal6s2s_1           1
dfrtp_1                  2
dfxtp_1                  1
o22ai_2                  1
buf_6                    2
buf_2                    1
nor2_1                   1
diode_2                  1
buf_4                    2
clkdlybuf4s50_1          2
clkbuf_1                 1
o21ba_4                  1
inv_1                    2
nand2_1                  1
a31oi_1                  1
final timing paths:
check | from | to | slack (ps) | cells after the start
worst max-delay path | n_q$_DFF_N_ | clkout | -490 | 2
worst min-delay path | rstb | p_q[0]$_DFF_PN0_ | 130 | 1
worst max register to register | p_q[1]$_DFF_PN0_ | n_q$_DFF_N_ | -60 | 1
worst min register to register | p_q[0]$_DFF_PN0_ | p_q[1]$_DFF_PN0_ | 520 | 2
max in group asynchronous | rstb | p_q[1]$_DFF_PN0_ | 760 | 1
min in group clk0 | div3 | p_q[0]$_DFF_PN0_ | 320 | 3
kinds of logic after synthesis:
group / Yosys count / synth area share
buf+inv: 2 / 0.0698
simple gates: 2 / 0.0697
compound gates: 3 / 0.209
flops: 3 / 0.651
layer usage:
metal / track usage / up-vias
met2: 0.0169 / 6
met3: 0.0284 / 2
met1: 0.00866 / 45
li1: - / 57
met5: 0 / -
met4: 0.00880 / 0
flip-flops by register name, summed over array words and instances (netlist names):
register and count:
p_q 2, n_q 1
power by group:
group          internal, W  switching, W
Clock             0.000155     0.0000723
Combinational     0.000193     0.0000721
Sequential        0.000185     0.0000320
Total             0.000533      0.000176
critical path, stage by stage (launching register included):
cell,delay [ps]
dfxtp_1,280
a31oi_1,110
buf_2,110
metrics by stage:
stage / hold WS (ps) / cells / total power [W] / cell area, µm² / worst slack, ps
global route: 121 / 68 / 0.000785 / 279 / -585
global placement: 369 / 63 / 0.000404 / 228 / -573
floorplan: -95.6 / 10 / 0.000282 / 108 / -43.7
detailed placement: 371 / 63 / 0.000410 / 228 / -576
CTS: 122 / 68 / 0.000688 / 267 / -504
finish: 126 / 69 / 0.000709 / 282 / -487
what timing repair did:
item                                    in CTS  in global routing
gates resized                                5                  3
hold endpoints to repair                     0                  0
pin swaps                                    0                  1
endpoints found under the setup margin       2                  3
setup buffers                                1                  0
area by class of cell:
| class | count | area, µm² |
|---|---|---|
| multi-input cells | 5 | 42.5 |
| fillers | 397 | 3130 |
| well taps | 46 | 57.6 |
| inverters | 1 | 3.75 |
| repair buffers | 8 | 75.1 |
| flip-flops and latches | 3 | 70.1 |
| clock inverters | 1 | 3.75 |
| clock buffers | 4 | 26.3 |
| diodes | 1 | 2.50 |
Power figures rest on the tool's default switching activity, not on a simulated workload.
