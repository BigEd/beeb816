$ cat flow/config.mk
export PLATFORM = sky130hd
export DESIGN_NAME = clkctrl_phi2
export DESIGN_NICKNAME = clkctrl_phi2
export VERILOG_FILES = /design/flow/design.v
export SDC_FILE = /design/flow/constraint.sdc
export NUM_CORES = 4
export LEC_CHECK = 1
export CORE_AREA = 10 10 70 70
export DIE_AREA = 0 0 80 80
$ cat flow/constraint.sdc
current_design clkctrl_phi2

set clk_period 1.3
set clk_io_pct 0.2

create_clock -name clk0 -period $clk_period [get_ports {hsclk_in}]

set non_clock_inputs [all_inputs -no_clocks]
set_input_delay [expr $clk_period * $clk_io_pct] -clock clk0 $non_clock_inputs
set_output_delay [expr $clk_period * $clk_io_pct] -clock clk0 [all_outputs]
$ cat flow/design.v
module clkctrl_phi2(
               input  hsclk_in,
               input  lsclk_in,
               input  rst_b,
               input  hsclk_sel,
               input  delay_bypass,
               input  cpuclk_div_sel,
               output hsclk_selected,
               output lsclk_selected,
               output clkout,               
               output fast_clkout           
               );
  reg                      hs_enable_q, ls_enable_q;
  reg                      selected_ls_q;
  reg                      selected_hs_q;
  reg                      retimed_ls_enable_q;
  reg                      retimed_hs_enable_q;
  reg [3-1:0] del_q;
  wire                     retimed_ls_enable_w;
  (* KEEP="TRUE" *) wire  cpuclk_w;
  (* KEEP="TRUE" *) wire  lsclk_del_w;
  assign lsclk_del_w = (delay_bypass) ? lsclk_in : del_q[0];
  assign clkout = (cpuclk_w & hs_enable_q) | (lsclk_del_w & ls_enable_q);
  assign lsclk_selected = selected_ls_q;
  assign hsclk_selected = selected_hs_q;
  assign fast_clkout = cpuclk_w;
  reg                       ripple_div2_q;
  reg                       ripple_div4_q;
  always @ ( posedge hsclk_in )
    ripple_div2_q <= !ripple_div2_q;
  always @ ( posedge ripple_div2_q )
    ripple_div4_q <= !ripple_div4_q;
  assign cpuclk_w = ( cpuclk_div_sel) ? ripple_div4_q : ripple_div2_q;
  always @ (posedge hsclk_in) begin
    del_q <= { lsclk_in, del_q[3-1:1]};
  end
  always @ (posedge lsclk_del_w or negedge rst_b)
    if ( ! rst_b )
      selected_ls_q <= 1'b1;
    else
      selected_ls_q <= !hsclk_sel & !retimed_hs_enable_q;
  always @ ( posedge cpuclk_w or negedge rst_b )
    if ( ! rst_b )
      selected_hs_q <= 1'b0;
    else
      selected_hs_q <= hs_enable_q;
  always @ ( negedge hsclk_in or negedge rst_b )
    if ( !rst_b )
      hs_enable_q <= 1'b0;
    else if ( !cpuclk_w )
      hs_enable_q <= hsclk_sel & !retimed_ls_enable_w;
  always @ ( negedge lsclk_del_w or negedge rst_b )
    if ( ! rst_b )
      ls_enable_q <= 1'b1;
    else
      ls_enable_q <= !hsclk_sel & !retimed_hs_enable_q;
  always @ ( negedge  lsclk_del_w or posedge hs_enable_q )
    if ( hs_enable_q )
      retimed_hs_enable_q <= 1'b1;
    else
      retimed_hs_enable_q <= selected_hs_q;
  always @ ( negedge cpuclk_w or posedge ls_enable_q )
    if (ls_enable_q)
      retimed_ls_enable_q <= 1'b1;
    else
      retimed_ls_enable_q <= selected_ls_q;
  assign retimed_ls_enable_w = retimed_ls_enable_q;
endmodule
$ cat flow/run.sh
#!/bin/bash
# OpenROAD 26Q1-2900-gdf79404cd8, Yosys 0.63+post, stock flow scripts
make -C /OpenROAD-flow-scripts/flow DESIGN_CONFIG=/design/flow/config.mk WORK_HOME=/design/flow/orfs finish
==> flow_summary_export.csv <==
group,metric,value,unit
clocking,clockRootBuffer,"clkbuf_4",
critical_path,critPathMaxStageDelay,0.41,ns
hold_path,min_path_cells,0,
floorplanning,die_area,0.006400,mm2
logic_synthesis,syn_avg_cell_area,14.25,um2
hold_path,hp-class,"flop to flop",
critical_path,path_cells,"inv_2, o22ai_2, buf_2",
clocking,tritoncts,"done",
clocking,numCtsBuffers,3,
floorplanning,rows,21,
pwr,p_total,391.6,uW
logic_synthesis,ys_seq_share,77.86,%
detailed_routing,drt_iter0_markers,0,
global_route,grt_max_degree,5,
global_route,grt_pass1_vias,263,
run_status,status,"complete, but fails checks",
placement,gp_congestion,0.6629,
hold_path,holdCritStartpoint,"del_q[1]",
critical_path,cp-end-kind,"output port",
pwr,leakage,0.2565,nW
sta,rsz0062_at_grt,"true",
critical_path,r2r-start,"ripple_div2_q",
critical_path,critPathBufInv,2,
sta,slew_viol_final,0,
floorplanning,floorplan.core_util,9.597,%
sta,finalSetupTns,-0.7648,ns
pwr,cellPowerDensity,698.7,mW/mm2
detailed_routing,ant_nets,0,
hold_path,min_to,"del_q[0]",
logic_synthesis,synth_area,327.8,um2
clocking,path_clk_slew,0.04,ns
global_route,grt_usage,2.241,%
critical_path,critPathKind,"flop to output port",
floorplanning,die_y,80,um
logic_synthesis,yosysCellCount,23,
sta,hold_viol_final,0,
clocking,cts_max_path_buffers,2,
placement,placed_area,523.0,um2
sta,untimed_endpoints,8,
detailed_routing,vias,226,
finish,drive_gt1_share,47.62,%
job,drv_cap,0,
critical_path,reg2reg_slack,-0.19,ns
critical_path,reg2reg_to,"hs_enable_q",
global_route,overflow,0,
critical_path,critPathLaunchType,"flop",
job,openroad.warnings,28,
sta,worst_slack,-0.5796,ns
critical_path,critPathTopFamily,"flip-flops",
finish,syn_to_final_growth,70.99,%
global_route,grt_pass1_wl,1097,um
critical_path,slowest_stage,"dfrtn_1",
placement,hpwlAfterDp,577.8,um
finish,final_cell_count_no_fill,88,
sta,final.setup_skew,0.01283,ns
logic_synthesis,syn-instance-count,23,
pwr,peakVddDrop,0.0003809,V
logic_synthesis,ys.flops,11,
critical_path,r2r_cells,3,
sta,setup_viol,2,
sta,tightest_slew,0.1468,ns
detailed_routing,antenna_cells,0,
sta,maxSlewHeadroom,90.01,%
critical_path,cp.arrival,1.62,ns
logic_synthesis,ys_warn_count,1,
finish,stdcell_area,560.5,um2
clocking,cts-htree-levels,1,
run_status,violations,"negative setup slack",
placement,io_buffers,9,
placement,place_ws,-0.7411,ns
detailed_routing,via_per_inst,2.568,
global_route,antenna_found_initial,0,
floorplanning,core,0.003416,mm2
floorplanning,die_w,80,um
critical_path,worstPathRequired,1.04,ns
logic_synthesis,synthDistinctLibCells,10,
logic_synthesis,ys_area,327.8,um2
detailed_routing,drc,0,
placement,dp_cells,83,
clocking,clock_latency,0.25,ns
sta,unclocked_regs,6,
floorplanning,pin_count,10,
detailed_routing,wl,687,um
detailed_routing,drt_first_pass_iters,1,
detailed_routing,wl_per_cell,7.807,um
critical_path,path_max_fanout,2,
[Yosys cell counts, drive strengths merged]
cell,n,area [um2]
dfrtn,1,25.02
nor2,1,3.750
o22ai,1,6.260
dfxtp,5,100.1
mux2i,3,33.78
inv,6,22.52
nand2b,1,6.260
dfrtp,1,25.02
dfstp,4,105.1
[repair_timing]
action,4_1_cts,5_1_grt
hold buffers,0,0
hold endpoints to repair,0,0
buffers inserted,0,1
setup endpoints to repair,3,3
gates resized,8,2
[final cells by class]
class | instances | area [um2]
Multi-Input combinational cell | 6 | 65.06
Sequential cell | 11 | 256.5
Fill cell | 388 | 2855
Inverter | 6 | 22.52
Tap cell | 46 | 57.56
Clock buffer | 4 | 26.28
Timing Repair Buffer | 15 | 132.6
[cell families (layout without fill, tap and decap cells)]
group | Yosys count | in the layout | synth area share [%]
buffers and inverters | 6 | 25 | 6.870
multiplexers | 3 | 3 | 10.30
AND-OR/OR-AND | 1 | 1 | 1.910
AND/OR/NAND/NOR | 2 | 2 | 3.054
flip-flops | 11 | 11 | 77.86
[worst reg2reg max path, stage by stage (launching register included)]
cell	delay, ns
dfxtp_2	0.32
mux2i_4	0.15
buf_4	0.15
mux2i_1	0.06
[worst max-delay path by stage]
stage               start      to  slack, ns  cells after the start
finish        hs_enable_q  clkout      -0.58                      3
CTS           hs_enable_q  clkout      -0.60                      3
global route  hs_enable_q  clkout      -0.63                      3
[report_power, final]
part           internal [mW]  switching (mW)  total [mW]
Combinational         0.0258          0.0153      0.0411
Sequential             0.172         0.00222       0.175
Clock                  0.116          0.0602       0.176
Total                  0.314          0.0777       0.392
[registers in the layout (all words and copies together) (netlist names)]
signal	cells
del_q	3
hs_enable_q	1
ls_enable_q	1
retimed_hs_enable_q	1
retimed_ls_enable_q	1
ripple_div2_q	1
ripple_div4_q	1
selected_hs_q	1
selected_ls_q	1
[stage by stage]
stage / hold slack (ns) / util (%)
floorplan: 0.2877 / -
global placement: 0.3111 / 15.31
detailed placement: 0.3136 / 15.31
CTS: 0.3235 / 16.12
global route: 0.3373 / 16.41
finish: 0.3217 / 16.41
[placed cells by master (no fill, tap or decap), drive strengths merged]
master | synthesis | layout
nand2b | 1 | 1
dlymetal6s2s | 0 | 1
dfstp | 4 | 4
mux2i | 3 | 3
dlygate4sd2 | 0 | 1
clkdlybuf4s50 | 0 | 5
dfrtn | 1 | 1
o22ai | 1 | 1
dfrtp | 1 | 1
dfxtp | 5 | 5
clkdlybuf4s15 | 0 | 1
buf | 0 | 7
clkbuf | 0 | 4
inv | 6 | 6
nor2 | 1 | 1
[metal layers]
layer,vias to the layer above,part of all wire (%),track usage [%]
li1,109,-,-
met1,104,46,2.585
met2,11,39,2.889
met3,2,13,2.159
met4,0,1.5,0.5282
met5,-,0,0
Power is estimated from default activity; no workload was simulated.
